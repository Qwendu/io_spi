<file path="./design.v">
`default_nettype none
`timescale 10ns/1ns
module sampler(
	input clock,
	input reset,
	input signal,
	output sampled_signal,
	output falling,
	output rising
);
	reg [1:0] sample_register;
	always @(posedge clock)
	if(reset)
		sample_register <= {signal, signal};
	else
		sample_register <= {sample_register[0], signal};
	assign sampled_signal = sample_register[1];
	assign falling =  sample_register[1] & !sample_register[0];
	assign rising  = !sample_register[1] &  sample_register[0];
endmodule
`default_nettype none
`timescale 10ns/1ns
module serial_in_parallel_out #(
	parameter DATA_WIDTH=8
) (
	input clock,
	input reset,
	input shift_trigger,
	input signal,
	output reg [DATA_WIDTH-1:0] data
);
	always @(posedge clock)
	if(reset)
		data <= 0;
	else if(shift_trigger)
		data <= {data[DATA_WIDTH-2:0], signal};
endmodule
`default_nettype none
`timescale 10ns/1ns
module spi_rx (
	input clock,
	input reset,
	input  SPI_clock,
	input  SPI_in,
	output SPI_out,
	input  SPI_not_chip_select,
	output reg   in_data_valid,
	output [7:0] in_data,
	input        out_data_valid,
	input  [7:0] out_data,
	output reg   out_data_ready,
	output active
);
	wire [7:0] unused;
	wire SPI_clock_sampled, SPI_clock_rising, SPI_clock_falling;
	sampler SPI_clock_sampler(
		.clock(clock),
		.reset(reset),
		.signal(SPI_clock),
		.sampled_signal(SPI_clock_sampled),
		.falling(SPI_clock_falling),
		.rising(SPI_clock_rising)
	);
	wire SPI_not_chip_select_sampled, SPI_not_chip_select_rising, SPI_not_chip_select_falling;
	sampler SPI_not_chip_select_sampler(
		.clock(clock),
		.reset(reset),
		.signal(SPI_not_chip_select),
		.sampled_signal(SPI_not_chip_select_sampled),
		.falling(SPI_not_chip_select_falling),
		.rising(SPI_not_chip_select_rising)
	);
	assign active = !SPI_not_chip_select_sampled;
	wire SPI_in_sampled, SPI_in_rising, SPI_in_falling;
	sampler SPI_in_sampler(
		.clock(clock),
		.reset(reset),
		.signal(SPI_in),
		.sampled_signal(SPI_in_sampled),
		.falling(SPI_in_falling),
		.rising(SPI_in_rising)
	);
	wire [7:0] SPI_in_shift_data;
	serial_in_parallel_out #(.DATA_WIDTH(8)) SPI_in_shifter (
		.clock(clock),
		.reset(reset),
		.shift_trigger(SPI_clock_rising),
		.signal(SPI_in_sampled),
		.data(SPI_in_shift_data)
	);
	assign in_data = SPI_in_shift_data;
	localparam STATE_idle = 0;
	localparam STATE_io   = 1;
	reg [3:0] state = STATE_idle;
	reg [2:0] in_bit_counter;
	always @(posedge clock)
	if(reset)
		in_bit_counter <= 7;
	else case(state)
	STATE_io:
	begin
		if(SPI_clock_falling)
			in_bit_counter <= in_bit_counter + 1;
		if(in_bit_counter == 7 && SPI_clock_rising)
			in_data_valid <= 1'b1;
		else
			in_data_valid <= 1'b0;
	end
	default: begin end
	endcase
	always @(posedge clock)
	if(reset)
	begin
		state <= STATE_idle;
	end else begin
		if(SPI_not_chip_select_falling)
			state <= STATE_io;
		if(SPI_not_chip_select_rising)
			state <= STATE_idle;
	end
	reg [7:0] out_data_r;
	always @(posedge clock)
	if(reset)
	begin
		out_data_r <= 8'b0;
		out_data_ready <= 1;
	end else begin
		if(out_data_valid & out_data_ready)
		begin
			out_data_r <= out_data;
			out_data_ready <= 0;
		end else if(SPI_clock_falling & out_bit_counter == 7)
			out_data_ready <= 1;
	end
	reg [2:0] out_bit_counter;
	always @(posedge clock)
	if(reset)
	begin
		out_bit_counter <= 0;
	end else if(state == STATE_io)
	begin
		if(SPI_clock_rising)
			out_bit_counter <= out_bit_counter + 1;
	end
	reg SPI_out_r;
	always @(posedge clock)
		if(SPI_clock_falling)
			SPI_out_r <= out_data_r[7 - out_bit_counter];
	assign SPI_out = SPI_out_r; 
	assign unused = {3'b0, SPI_clock_sampled, SPI_not_chip_select_sampled, SPI_not_chip_select_falling, SPI_in_rising, SPI_in_falling};
endmodule
</file>
<file path="./config.mk">
export PLATFORM = sky130hd
export DESIGN_NAME = spi_rx
export DESIGN_NICKNAME = spi_rx
export VERILOG_FILES = /design/flow/design.v
export SDC_FILE = /design/flow/constraint.sdc
export NUM_CORES = 4
export LEC_CHECK = 1
export CORE_UTILIZATION = 30
</file>
<file path="./constraint.sdc">
current_design spi_rx

set clk_period 2.3
set clk_io_pct 0.2

create_clock -name clk0 -period $clk_period [get_ports {clock}]

set non_clock_inputs [all_inputs -no_clocks]
set_input_delay [expr $clk_period * $clk_io_pct] -clock clk0 $non_clock_inputs
set_output_delay [expr $clk_period * $clk_io_pct] -clock clk0 [all_outputs]
</file>
<file path="./run.sh">
#!/bin/bash
# OpenROAD 26Q1-2900-gdf79404cd8, Yosys 0.63+post, stock flow scripts
make -C /OpenROAD-flow-scripts/flow DESIGN_CONFIG=/design/flow/config.mk WORK_HOME=/design/flow/orfs finish
</file>
==> out/metrics.yaml <==
status: "completed"
drv_slew: 0
path_cells: "clkdlybuf4s50_1"
avgSynthCellArea_um2: 9.72
fin_skew_ps: 1.77
most_common_cell: "dfxtp_1"
n_antenna_cell: 0
grtUsageMet1: 0.158
first_pass_iters: 5
final_hold_viol_count: 0
dp_hpwl_um: 1500
cts.sinks: 32
grt_max_degree: 16
crit_buf_inv: 1
drt_iter0_markers: 40
crit_path_max_fanout: 11
path_clk_slew_ps: 60
ys_seq_frac: 0.544
dp_cells: 193
setup.worst_path.start_class: "register"
crit_path_end_kind: "primary output"
grt_pass1_vias: 882
powerDensity_nw_per_um2: 705
netlist_instances: 125
relSlewSlack: 0.497
mi_logic_area_um2: 519
htree_levels: 2
track_usage: 0.115
warning_count: 25
tightest_slew_ps: 753
grt_pass1_wl_um: 3810
edf_count: 2
cpPeakStageDelay_ps: 530
top_usage_layer: "met2"
setup_violations: 0
ant_nets: 0
cts_root_buf: "clkbuf_8"
min_period_ps: 1780
p_leak_nw: 0.602
numPortBuffers: 25
grtUsageMet2: 0.177
die_w_um: 65.6
ys_cells: 125
grt_overflow_total: 0
drc: 0
cts_setup_buffers: 0
syn_to_final_growth_pct: 31.9
ys_seq_elements: 32
yosys_most_used_dff: "dfxtp_1"
ys_warn_count: 3
antenna_found_initial: 0
cts_buffer_depth: 2
finalSetupTns_ps: 0
syn_area_um2: 1210
ir_worst_vdd_v: 0.000364
wirelength_um: 2220
grt_setup_unrepaired: "no"
async_reset_ff_frac: 0
cts_tree: "built"
top_area_cell: "dfxtp_1"
fp.coreArea_um2: 3770
wire_per_inst_um: 11.0
seq_area_um2: 661
rows: 22
top_cells_by_count: "30 x dfxtp_1, 27 x nand2_1, 18 x a21oi_1"
crit_arrival_ps: 1320
vias: 949
fp_util: 0.322
groute.layer.met3.usage: 0.0317
area_leaders: "dfxtp_1 49%, nand2_1 8.3%, a21oi_1 7.4%, edfxtp_1 4.9%, mux4_1 4.3%"
critPathKind: "reg -> out"
fin_cells: 201
nFillCells: 334
clkLatencyLatePin_ps: 270
synth-area-yosys_um2: 1210
via_per_inst: 4.72
synthDominantCellAreaShare: 0.494
cts-buffers-inserted: 5
io_pins: 26
maxCapViolations: 0
ys_types: 21
die_area_um2: 4310
cts_resized: 0
ctsHoldBuffers: 0
min_period_over_period: 0.772
gp_congestion: 0.792
crit_path_top_delay_cell: "clkdlybuf4s50_1"
die_h_um: 65.6
layout-drive-gt1-share: 0.0784
crit_family: "buffers and inverters"
min_path_type: "reg -> reg"
timing.fmax_mhz: 563
cp.required_ps: 1840
[cell families after synthesis]
kind of cell	Yosys count	share of synthesized area
AND-OR/OR-AND	22	0.101
XOR/XNOR	2	0.0144
adder cells (fa/ha/maj)	5	0.0494
buffers and inverters	9	0.0288
flip-flops	32	0.544
multiplexers	6	0.0803
AND/OR/NAND/NOR	49	0.182
[state kept, by name, indices dropped and copies added, names as in the netlist, 2 cells and up]
name / count
SPI_in_shifter.data: 8
SPI_not_chip_select_sampler.sample_register: 2
SPI_in_sampler.sample_register: 2
out_bit_counter: 3
out_data_r: 8
SPI_clock_sampler.sample_register: 2
in_bit_counter: 3
[layout by cell type, fill, tap and decap left out, drive strengths merged, types with 3 or more instances in the layout]
cell and count:
mux2 4, nor2 3, nand2 27, dfxtp 30, clkbuf 8, a21oi 18
nand3 10, clkdlybuf4s50 25, ha 4
[final timing paths]
path | slack, ps | end | startpoint | depth (start not counted)
worst max-delay path | 520 | out_data_ready | out_data_ready | 1
worst min register to register | 440 | SPI_in_shifter.data[0] | SPI_in_sampler.sample_register[1] | 2
worst max register to register | 730 | SPI_out_r | out_bit_counter[0] | 2
worst min-delay path | 440 | SPI_in_shifter.data[0] | SPI_in_sampler.sample_register[1] | 2
[layer usage]
| layer | part of all wire | vias up |
|---|---|---|
| met1 | 0.49 | 429 |
| met5 | 0 | - |
| met4 | 0.015 | 0 |
| met2 | 0.44 | 32 |
| met3 | 0.056 | 6 |
| li1 | - | 482 |
[final cells by class]
cell class,count,area share
timing repair buffer,27,0.165
inverter,2,0.00468
multi-input combinational,84,0.324
tap,48,0.0375
clock buffer,8,0.0562
sequential,32,0.412
[report_power, final]
group,switching [mW],leakage [nW],total (mW),internal [mW]
Clock,0.187,0.0455,0.431,0.244
Combinational,0.0404,0.291,0.0964,0.0560
Sequential,0.0175,0.265,0.602,0.584
[through the flow]
step                      worst slack (ps)   util  total power [mW]  cell area, um2  hold WS, ps
after floorplan                        863      -             0.662            1210          417
after global placement                 511  0.401             0.707            1510          427
after detailed placement               511  0.401             0.709            1510          436
after CTS                              499  0.425              1.14            1600          445
after global routing                   461  0.425              1.18            1600          466
final                                  524  0.425              1.13            1600          439
Power and IR drop assume default switching activity.
